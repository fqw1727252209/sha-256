==> flow/design.v <==
module simplified_sha256 #(parameter integer NUM_OF_WORDS = 20)(
 input logic  clk, reset_n, start,
 input logic  [15:0] message_addr, output_addr,
 output logic done, mem_clk, mem_we,
 output logic [15:0] mem_addr,
 output logic [31:0] mem_write_data,
 input logic [31:0] mem_read_data);
enum logic [2:0] {IDLE, REST, READ, BLOCK, COMPUTE, BUFFER, WRITE} state;
logic [31:0] w[64];
logic [31:0] message[NUM_OF_WORDS*5];
logic [31:0] wt;
logic [31:0] h0, h1, h2, h3, h4, h5, h6, h7;
logic [31:0] a, b, c, d, e, f, g, h;
logic [ 7:0] i, j;
logic [15:0] offset;  
logic [ 7:0] num_blocks;
logic        cur_we;
logic [15:0] cur_addr;
logic [31:0] cur_write_data;
logic [ 7:0] tstep;
logic [15:0] temp_write_addr;
logic [31:0] Su0, Su1;
logic [255:0] hash;
logic [31:0] sha_temp[8];
parameter int k[0:63] = '{
   32'h428a2f98,32'h71374491,32'hb5c0fbcf,32'he9b5dba5,32'h3956c25b,32'h59f111f1,32'h923f82a4,32'hab1c5ed5,
   32'hd807aa98,32'h12835b01,32'h243185be,32'h550c7dc3,32'h72be5d74,32'h80deb1fe,32'h9bdc06a7,32'hc19bf174,
   32'he49b69c1,32'hefbe4786,32'h0fc19dc6,32'h240ca1cc,32'h2de92c6f,32'h4a7484aa,32'h5cb0a9dc,32'h76f988da,
   32'h983e5152,32'ha831c66d,32'hb00327c8,32'hbf597fc7,32'hc6e00bf3,32'hd5a79147,32'h06ca6351,32'h14292967,
   32'h27b70a85,32'h2e1b2138,32'h4d2c6dfc,32'h53380d13,32'h650a7354,32'h766a0abb,32'h81c2c92e,32'h92722c85,
   32'ha2bfe8a1,32'ha81a664b,32'hc24b8b70,32'hc76c51a3,32'hd192e819,32'hd6990624,32'hf40e3585,32'h106aa070,
   32'h19a4c116,32'h1e376c08,32'h2748774c,32'h34b0bcb5,32'h391c0cb3,32'h4ed8aa4a,32'h5b9cca4f,32'h682e6ff3,
   32'h748f82ee,32'h78a5636f,32'h84c87814,32'h8cc70208,32'h90befffa,32'ha4506ceb,32'hbef9a3f7,32'hc67178f2
};
assign num_blocks = determine_num_blocks(NUM_OF_WORDS); 
assign tstep = (i - 1);
function logic [15:0] determine_num_blocks(input logic [31:0] size);
begin
  determine_num_blocks = (((size >> 4) << 4) == size) ? size >> 4 : (size >> 4) + 1 ;
end
endfunction
function logic [255:0] sha256_op(input logic [31:0] a, b, c, d, e, f, g, h, w,
                                 input logic [7:0] t);
    logic [31:0] S1, S0, ch, maj, t1, t2;  
begin
    S1 = rightrotate(e, 6) ^ rightrotate(e, 11) ^ rightrotate(e, 25);
	 ch = (e & f) ^ ((~e) & g);
    t1 = h + S1 + ch + k[t] + w;
    S0 = rightrotate(a, 2) ^ rightrotate(a, 13) ^ rightrotate(a, 22);
    maj = (a & b) ^ (a & c) ^ (b & c);
    t2 = S0 + maj;
    sha256_op = {t1 + t2, a, b, c, d + t1, e, f, g};
end
endfunction
function logic [31:0] wi(input logic [31:0] w15, w2, w16, w7);
	logic [31:0] S1, S0;
	begin
		S0 = rightrotate(w15, 7) ^ rightrotate(w15, 18) ^ (w15 >> 3);
		S1 = rightrotate(w2, 17) ^ rightrotate(w2, 19) ^ (w2 >> 10);
		wi = w16 + S0 + w7 + S1;
	end
endfunction	
assign mem_clk = clk;
assign mem_addr = cur_addr + offset;
assign mem_we = cur_we;
assign mem_write_data = cur_write_data;
function logic [31:0] rightrotate(input logic [31:0] x,
                                  input logic [ 7:0] r);
begin
	rightrotate = (x >> r) | (x << (32-r));
end
endfunction
always_ff @(posedge clk, negedge reset_n)
begin
  if (!reset_n) begin
    cur_we <= 1'b0;
    state <= IDLE;
  end 
  else case (state)
    IDLE: begin 
       if(start) begin
			h0 <= 32'h6a09e667;
			h1 <= 32'hbb67ae85;
			h2 <= 32'h3c6ef372;
			h3 <= 32'ha54ff53a;
			h4 <= 32'h510e527f;
			h5 <= 32'h9b05688c;
			h6 <= 32'h1f83d9ab;
			h7 <= 32'h5be0cd19; 
			a <= 32'h6a09e667;
			b <= 32'hbb67ae85;
			c <= 32'h3c6ef372;
			d <= 32'ha54ff53a;
			e <= 32'h510e527f;
			f <= 32'h9b05688c;
			g <= 32'h1f83d9ab;
			h <= 32'h5be0cd19; 
			cur_addr <= message_addr;
			temp_write_addr <= output_addr;
			cur_we <= 1'b0;
			offset <= 16'b0;
			i <= 8'b0;
			j <= 8'b0;
			state <= REST;
       end
    end
	 REST:begin
		state <= READ;
    end 
	  READ: begin
		if(offset < (num_blocks * 16)) begin
			if(offset < NUM_OF_WORDS) 
				begin
					message[offset] <= mem_read_data;
					offset <= offset + 1;
					state <= REST;
				end
			else begin
				if(offset == NUM_OF_WORDS) begin
					message[offset] <= 32'h80000000;
				end
				else if(offset == ((num_blocks * 16)-1)) begin
					message[offset] <= 32*NUM_OF_WORDS;
				end
				else begin
					message[offset] <= 32'h0;
				end
				offset <= offset + 1;
				state <= READ;
			end
		end				
		else begin
			offset <= 0;
			i <= 0;
			state <=BLOCK;
		end
	end
    BLOCK: begin
			if(j < num_blocks) begin
				if(i<64) begin
					if(i<16) begin
						w[i] <= message[i + j*16];
						i <= i + 1;
						state <= BLOCK;
					end
					else begin
						w[i] <= wi(w[i-15], w[i-2], w[i-16], w[i-7]);
						i <= i + 1;
						state <= BLOCK;
					end
				end
				else begin
					i <= 0;
					j <= j + 1;
					state <= COMPUTE;
				end
			end
			else begin
				state <= BUFFER;
			end
    end
    COMPUTE: begin
        if (i < 64) begin
				{a, b, c, d, e, f, g, h} <= sha256_op(a,b,c,d,e,f,g,h,w[i],i);;
				i <= i + 1;
				state <= COMPUTE;
		 end
		 else begin
		 h0 <= a + h0;
		 h1 <= b + h1;
		 h2 <= c + h2;
		 h3 <= d + h3;
		 h4 <= e + h4;
		 h5 <= f + h5;
		 h6 <= g + h6;
		 h7 <= h + h7;
		 a <= a + h0;
		 b <= b + h1;
		 c <= c + h2;
		 d <= d + h3;
		 e <= e + h4;
		 f <= f + h5;
		 g <= g + h6;
		 h <= h + h7;
		 i <= 0;
		 state <= BLOCK;
     end
    end
	 BUFFER:begin
			sha_temp[0] <= h0;
			sha_temp[1] <= h1;
			sha_temp[2] <= h2;
			sha_temp[3] <= h3;
			sha_temp[4] <= h4;
			sha_temp[5] <= h5;
			sha_temp[6] <= h6;
			sha_temp[7] <= h7;
			cur_we <= 1;
			cur_addr <= temp_write_addr;
			cur_write_data <= h0;
			state <= WRITE;
	 end
    WRITE: begin
		if(offset < 8)begin
			cur_write_data <= sha_temp[offset+1];
			offset <= offset + 1;
			state <= WRITE;
		end
		else begin
		state <= IDLE;
		end
    end
   endcase
  end
assign done = (state == IDLE);
endmodule
==> flow/run.sh <==
#!/bin/bash
# OpenROAD 26Q1-2900-gdf79404cd8, Yosys 0.63+post, stock flow scripts
make -C /OpenROAD-flow-scripts/flow DESIGN_CONFIG=/design/flow/config.mk WORK_HOME=/design/flow/orfs finish
==> flow/config.mk <==
export PLATFORM = sky130hd
export DESIGN_NAME = simplified_sha256
export DESIGN_NICKNAME = simplified_sha256
export VERILOG_FILES = /design/flow/design.v
export SDC_FILE = /design/flow/constraint.sdc
export NUM_CORES = 4
export LEC_CHECK = 1
export CORE_UTILIZATION = 50
export SYNTH_HDL_FRONTEND = slang
export SYNTH_MEMORY_MAX_BITS = 65536
==> flow/constraint.sdc <==
current_design simplified_sha256

set clk_period 502.6
set clk_io_pct 0.2

create_clock -name clk0 -period $clk_period [get_ports {clk}]

set non_clock_inputs [all_inputs -no_clocks]
set_input_delay [expr $clk_period * $clk_io_pct] -clock clk0 $non_clock_inputs
set_output_delay [expr $clk_period * $clk_io_pct] -clock clk0 [all_outputs]
==> run_results.csv <==
group,metric,value,unit
status,status,"finished, final reports clean",
critical_path,crit_arrival,251930,ps
critical_path,path_common_cell,"clkbuf_16",
routing,drt_pass1_iterations,6,
floorplan,fp.coreArea,629000,um2
grt,grt_max_degree,126,
pwr,power_density,5.23,nW/um2
yosys,ff_type,"edfxtp_1",
critical_path,r2r-start,"i[0]",
routing,drc,0,
sta,finalHoldViolCount,0,
yosys,synth-seq-cells,6126,
critical_path,worstPathCellList,"clkbuf_16 -> clkbuf_16 -> clkdlybuf4s50_1",
pwr,ir_drop,12.7,uV
yosys,netlist_area,316000,um2
hold_path,holdPathEnd,"state[2]",
routing,wirelength,1000,mm
routing,drt_iter0_markers,14000,
clock_tree,postCtsHoldBufs,0,
sta,skew,93.4,ps
floorplan,io_pins,118,
grt,grt-ovfl-total,0,
sta,setup_viol,0,
critical_path,slowest_delay,380,ps
critical_path,cp_slowest_cell,"clkdlybuf4s50_1",
floorplan,chipArea,635000,um2
layout,regMostFlops,"message",
clock_tree,clk_pin_slew,60,ps
place,port_buffers,117,
sta,rsz0062_at_grt,"no",
layout,largest_register_ffs,3200,
hold_path,whs_path_depth,1,
critical_path,worst_r2r_path_depth,32,
pwr,clockPowerShare,25.8,%
clock_tree,cts_setup_buffers,0,
layout,finalCoreUtilization,57.0,%
routing,num_vias,185000,
flow_run,drv_cap,0,
sta,fin_tns_setup,0,ps
place,placedCellCount,28300,
pwr,switching_share,38.1,%
pwr,switchingPower,0.000713,W
flow_run,warning_count,65,
critical_path,crit_required,402080,ps
routing,viasPerCell,6.28,
pwr,internal-power,0.00116,W
grt,antenna_found_initial,40,
yosys,synth_cell_types,94,
hold_path,hp-start,"state[4]",
grt,grt_pass1_wl,1420,mm
critical_path,cp_max_fo,2,
yosys,synth-async-reset-ratio,0.131,%
critical_path,rr_endpoint,"w[61][31]",
yosys,synth_stat.cells,18100,
sta,max_slew_margin,4.94,%
yosys,yosys_area,316000,um2
critical_path,crit_type,"clock port to output port",
yosys,synth_cells,18100,
pwr,p_comb_share,41.7,%
place,dp_hpwl,665,mm
pwr,seq_power_share,32.5,%
yosys,edf_count,6112,
floorplan,die_width,797,um
clock_tree,clk_latency,1280,ps
routing,drtAntennaViolNets,0,
layout,syn_to_final_growth,13.4,%
yosys,syn_avg_cell_area,17.4,um2
critical_path,crit_path_start_kind,"clock port",
layout,fin_cells,29500,
sta,slew_violations,0,
floorplan,die_h,797,um
sta,worstMarginPinSlew,1420,ps
place,gp_congestion,1.01,
layout,reg_top3,"message (3200), w (2048), sha_temp (256)",
pwr,p_leak,122,nW
floorplan,initCoreUtil,50.2,%
routing,wl_per_cell,33.9,um
grt,grt_pass1_vias,194000,
critical_path,reg2reg_slack,489060,ps
yosys,yosysWarningCount,0,
critical_path,critical_path.endpoint_type,"output port",
clock_tree,cts_tree,"done",
yosys,synth-seq-area-share,58.2,%
clock_tree,cts_resized,0,
grt,track_usage,35.5,%
layout,drive_gt1_share,25.0,%
floorplan,rows,291,
hold_path,hold_class,"flop to flop",
-- cells by family after synthesis --
kind of cell | count (synthesis) | share of synthesized area, %
flip-flops | 6126 | 58.2
multiplexers | 4240 | 26.1
AND-OR/OR-AND | 2408 | 5.03
AND/OR/NAND/NOR | 2372 | 3.33
buffers and inverters | 1717 | 2.68
adder cells (fa/ha/maj) | 625 | 2.94
XOR/XNOR | 623 | 1.74
other | 1 | 0.00119
-- final cells by class --
| class | instances | area, um2 |
|---|---|---|
| Antenna cell | 31 | 77.6 |
| Sequential cell | 6126 | 184000 |
| Fill cell | 47500 | 270000 |
| Tap cell | 8350 | 10400 |
| Inverter | 417 | 1610 |
| Multi-Input combinational cell | 12400 | 133000 |
| Clock buffer | 824 | 17500 |
| Timing Repair Buffer | 935 | 7610 |
| Clock inverter | 391 | 3920 |
-- synth_stat cells, types with 24 or more instances --
library cell / number / area, um2
nor2_1: 590 / 2210
buf_1: 182 / 683
a311o_1: 24 / 240
a22o_1: 35 / 307
edfxtp_1: 6112 / 184000
a22oi_1: 28 / 210
o221ai_1: 214 / 1870
a31oi_1: 100 / 626
nand3_1: 166 / 831
mux2i_1: 958 / 9590
o31ai_1: 49 / 368
buf_6: 122 / 1370
mux4_2: 3165 / 71300
o21a_1: 64 / 480
mux2_2: 94 / 1060
ha_1: 424 / 5310
a21oi_1: 626 / 3130
a211oi_1: 91 / 683
nand2b_1: 78 / 488
o22ai_1: 104 / 651
and2_1: 127 / 795
a21o_1: 236 / 1770
inv_1: 411 / 1540
nor2b_1: 53 / 332
o211ai_1: 107 / 803
clkbuf_1: 586 / 2200
and3_1: 104 / 651
nand2_1: 1017 / 3820
o311ai_0: 37 / 324
nor3_1: 105 / 526
buf_2: 243 / 1220
o21bai_1: 46 / 345
nand4_1: 34 / 213
fa_1: 198 / 3960
a311oi_1: 42 / 368
o21ai_0: 425 / 2130
xor2_1: 229 / 2010
buf_4: 147 / 1100
xnor2_1: 391 / 3420
or3_1: 29 / 181
-- layout by cell type, fill, tap and decap left out, types with 384 or more instances in the layout --
cell type and n:
nand2_1 1012, o21ai_0 401, mux2i_1 954, conb_1 2177, xnor2_1 384, buf_4 795, mux4_2 3165, a21oi_1 609
ha_1 417, nor2_1 487, inv_1 407, edfxtp_1 6112, clkbuf_16 675
-- power by group through the flow --
stage / clock network (W) / registers (W) / logic [W]
after global routing: 0.000510 / 0.000610 / 0.000835
final: 0.000483 / 0.000608 / 0.000781
after CTS: 0.000492 / 0.000608 / 0.000768
-- how the worst max path moves through the flow --
stage	startpoint	end	slack, ps	cells past startpoint
CTS	clk	mem_clk	150140	3
finish	clk	mem_clk	150150	3
global route	clk	mem_clk	150130	3
-- routing by layer --
layer / GRT usage (%) / routed length, um
met5: 3.79 / 3400
met2: 47.7 / 446000
met4: 16.3 / 64900
met1: 45.9 / 311000
met3: 25.6 / 175000
-- critical path: cells and delay by family --
kind / cells / cell delay [ps]
buffers and inverters: 3 / 620
-- per-stage QoR --
stage	area (um2)	hold WS (ps)	total power, W	setup WS (ps)
global placement	337000	425	0.00139	150410
floorplan	324000	404	0.00109	150680
CTS	358000	448	0.00187	150140
finish	358000	442	0.00187	150150
global route	358000	464	0.00196	150130
detailed placement	337000	428	0.00138	150410
Power is estimated from default activity; no workload was simulated.
